--- flow/config.mk ---
export PLATFORM = sky130hd
export DESIGN_NAME = pe_DA_modified
export DESIGN_NICKNAME = pe_DA_modified
export VERILOG_FILES = /design/flow/design.v
export SDC_FILE = /design/flow/constraint.sdc
export NUM_CORES = 4
export LEC_CHECK = 1
export CORE_AREA = 10 10 95 95
export DIE_AREA = 0 0 105 105
--- flow/constraint.sdc ---
current_design pe_DA_modified

set clk_period 11.3
set clk_io_pct 0.2

create_clock -name clk0 -period $clk_period [get_ports {clk}]

set non_clock_inputs [all_inputs -no_clocks]
set_input_delay [expr $clk_period * $clk_io_pct] -clock clk0 $non_clock_inputs
set_output_delay [expr $clk_period * $clk_io_pct] -clock clk0 [all_outputs]
--- flow/design.v ---
module pe_DA_modified (
  input  clk,
  input  reset,
  input  [3:0] in_a,
  input  [3:0] in_b,
  output [3:0] out_a,
  output [3:0] out_b,
  output reg [8:0] out_c
);
  wire [2:0] a_mag, b_mag;
  wire a_sign, b_sign;
  wire [6:0] product_mag;   
  wire product_sign;
  wire [6:0] product_twoscomp;
  wire [8:0] adder_sum;
  wire overflow;
  reg [3:0] out_a_reg, out_b_reg;
  twoscomp_to_signmag_4bit conv_a (in_a, a_mag, a_sign);
  twoscomp_to_signmag_4bit conv_b (in_b, b_mag, b_sign);
  wire [2:0] lo = (a_mag <= b_mag) ? a_mag : b_mag;
  wire [2:0] hi = (a_mag <= b_mag) ? b_mag : a_mag;
  rom_lut_25 rom_inst ({lo, hi}, product_mag);
  assign product_sign = a_sign ^ b_sign;
  signmag_to_twoscomp_7bit conv_product (product_mag, product_sign, product_twoscomp);
  twoscomp_adder_9bit accumulator (out_c, product_twoscomp, adder_sum, overflow);
  always @(posedge clk) begin
    if (reset) begin
      out_c <= 0;
      out_a_reg <= 0;
      out_b_reg <= 0;
    end else begin
      out_c <= overflow ? (product_twoscomp[6] ? 9'h100 : 9'h0FF) : adder_sum;
      out_a_reg <= in_a;
      out_b_reg <= in_b;
    end
  end
  assign out_a = out_a_reg;
  assign out_b = out_b_reg;
endmodule
module twoscomp_to_signmag_4bit (
  input  [3:0] twoscomp_in,
  output [2:0] magnitude_out,
  output sign_out
);
  assign sign_out = twoscomp_in[3];
  assign magnitude_out = sign_out ? (~twoscomp_in[2:0] + 1'b1) : twoscomp_in[2:0];
endmodule
module rom_lut_25(
  input  [5:0] addr,
  output reg [6:0] data   
);
  always @(*) begin
    case (addr)
      6'b001001: data = 7'd1;
      6'b001010: data = 7'd2;
      6'b001011: data = 7'd3;
      6'b001100: data = 7'd4;
      6'b001101: data = 7'd5;
      6'b001110: data = 7'd6;
      6'b001111: data = 7'd7;
      6'b010010: data = 7'd4;
      6'b010011: data = 7'd6;
      6'b010100: data = 7'd8;
      6'b010101: data = 7'd10;
      6'b010110: data = 7'd12;
      6'b010111: data = 7'd14;
      6'b011011: data = 7'd9;
      6'b011100: data = 7'd12;
      6'b011101: data = 7'd15;
      6'b011110: data = 7'd18;
      6'b011111: data = 7'd21;
      6'b100100: data = 7'd16;
      6'b100101: data = 7'd20;
      6'b100110: data = 7'd24;
      6'b100111: data = 7'd28;
      6'b101101: data = 7'd25;
      6'b101110: data = 7'd30;
      6'b101111: data = 7'd35;
      6'b110110: data = 7'd36;
      6'b110111: data = 7'd42;
      6'b111111: data = 7'd49;
      default: data = 7'd0;
    endcase
  end
endmodule
module signmag_to_twoscomp_7bit (
  input  [6:0] magnitude_in,
  input  sign_in,
  output [6:0] twoscomp_out
);
  assign twoscomp_out = sign_in ? (~magnitude_in + 1'b1) : magnitude_in;
endmodule
module twoscomp_adder_9bit (
  input  [8:0] a,
  input  [6:0] b,   
  output [8:0] sum,
  output overflow
);
  wire [8:0] sign_ext_b = {{2{b[6]}}, b};
  wire [9:0] temp_sum = {a[8], a} + {sign_ext_b[8], sign_ext_b};
  assign sum = temp_sum[8:0];
  assign overflow = (a[8] == sign_ext_b[8]) && (temp_sum[8] != a[8]);
endmodule
--- flow/run.sh ---
#!/bin/bash
# OpenROAD 26Q1-2900-gdf79404cd8, Yosys 0.63+post, stock flow scripts
make -C /OpenROAD-flow-scripts/flow DESIGN_CONFIG=/design/flow/config.mk WORK_HOME=/design/flow/orfs finish
==> flow_summary.toml <==
# physical design summary
[setup_path]
cp_data_arrival_time_ns = 10.30
worstPathMaxFanout = 14
critPathRequiredTime_ns = 11.50
max_stage_delay_ns = 0.71
rr_startpoint = "out_c[0]"
crit_start = "in_b[0]"
crit_slowest_cell = "clkdlybuf4s50_1"
end_kind = "flop"
worstSetupPathType = "in -> reg"
cp-start-kind = "primary input"

[placement]
hpwl_mm = 3.06
dpl.cell_count = 316
place_area_um2 = 2020
io_buffers = 26
place_ws_ns = 0.971
place.gp.congestion = 0.873

[cells_and_area]
final_cells = 320
fin_util_pct = 29.9
largest_reg_flops = 9
regArea_um2 = 340
area_growth_pct = 23.7
fin_area_um2 = 2060
n_fill_cell = 730
final_layout_size_suffix_gt1_share_pct = 8.04
comb_area_um2 = 1250

[synthesis]
yosysTopAreaCellShare_pct = 20.4
async_reset_ff_share_pct = 0
ys_cells = 198
yosys_area_um2 = 1670
synth-seq-cells = 17
most_common_cell = "nor2_1"
syn_inst = 198
common_cells = "24 x nor2_1, 18 x ha_1, 17 x dfxtp_1"
synthTopCellsByArea = "dfxtp_1 20%, ha_1 14%, nor2_1 5.4%"
netlist_area_um2 = 1670
synth_cell_types = 53
syn_area_per_cell_um2 = 8.42
ys_seq_share_pct = 20.4
yosys_warnings = 2
edf_count = 0
ff_type = "dfxtp_1"
netlist.top_cell.by_area = "dfxtp_1"

[die]
rows = 30
core_area_um2 = 6910
io_pins = 27
die_x_um = 105
initCoreUtil_pct = 24.1
dieArea_um2 = 11000
die_h_um = 105

[sta]
fin_hold_ws_ns = 0.598
fmax_mhz = 99.0
clock_skew_ns = 0.00175
setup_violations = 0
tightest_slew_ns = 0.811
rsz0062_at_grt = "no"
drv_slew = 0
fin_setup_tns_ns = 0
fin_crit_sh_pct = 89.4
layout_min_cycle_time_ns = 10.10
fin_ws_ns = 1.20
maxSlewHeadroom_pct = 45.5
finalHoldViolCount = 0

[run]
warnings = 29
cap_violations = 0

[clocking]
ctsHtreeMaxLevel = 1
clk_latency_ns = 0.25
clk_pin_slew_ns = 0.06
cts_tree = "built"
post_cts_resized = 0
cts_buffer_depth = 2
ctsHoldBuffers = 0
cts_inserted_buffers = 3
root_buffer = "clkbuf_8"
cts_setup_buffers = 0
clock-sinks = 17

[global_routing]
grt_max_degree = 15
first_global_vias = 1402
antenna_found_initial = 0
track_usage_pct = 6.88
grt_overflow_total = 0
grt_pass1_wl_mm = 6.55

[route]
drt_iter0_markers = 71
routed_wirelength_mm = 3.80
detail_route.wl_per_cell_um = 11.9
first_pass_iters = 4
ant_nets = 0
vias_per_cell = 4.64
drc_errors = 0
antenna_cells = 0
num_vias = 1485

[worst_hold_path]
hold_start = "out_c[0]"
hp-class = "reg -> reg"

[power_and_ir_drop]
p_per_area_nw_per_um2 = 203
power_uw = 418
p_leak_nw = 0.890
ir_drop_mv = 0.0909

[run_status]
status = "finished clean"
==> metal layers <==
layer | track usage (%) | wire length, um | vias to the layer above
met5 | 0 | 0 | -
met4 | 0.294 | 16 | 0
met3 | 2.36 | 308 | 2
met2 | 10.9 | 1640 | 40
met1 | 9.31 | 1840 | 677
li1 | - | - | 766
==> logic make-up (layout without fill, tap and decap cells) <==
kind of cell    after synthesis  after routing  share of synthesized area (%)
compound gates               55             55                           24.1
xor+xnor                     13             13                           6.83
fa+ha+maj                    20             20                           15.9
buf+inv                      17             43                           4.73
flops                        17             17                           20.4
mux                           9              9                           7.36
simple gates                 67             67                           20.6
==> power by group <==
group	switching [mW]	internal (mW)
logic	0.136	0.147
registers	0.0111	0.0794
clock network	0.0196	0.0250
total	0.167	0.252
==> final timing paths <==
path,end,slack (ns),depth (start not counted)
min,out_c[0],0.60,2
min reg2reg,out_c[0],0.60,2
max,out_c[1],1.20,35
max reg2reg,out_c[1],8.32,14
==> layout make-up <==
type	count	share of cell area [%]
clock buffer	4	2.18
sequential	17	16.5
multi-input combinational	164	60.5
inverter	13	2.37
tap	96	5.83
timing repair buffer	26	12.6
==> critical path: cells and delay by family <==
family                     cells  cell delay (ns)
buffers and inverters          6             1.51
adders and majority gates      6             2.14
and+or+nand+nor               10             1.59
xor gates and xnor gates       1             0.56
AOI/OAI and AO/OA             12             2.20
==> cells in the final DEF, fill, tap and decap left out, drive strengths merged, types with 6 or more instances in the layout <==
cell type	instances
clkdlybuf4s50	26
nor2	24
ha	18
dfxtp	17
a21oi	16
nand2	15
inv	12
a21o	10
xnor2	7
xor2	6
mux2i	6
Power is estimated from default activity; no workload was simulated.
