$ cat design/flow/design.v
`timescale 1ns / 1ps
module pe_DA #(parameter data_size = 4)(
  input wire clk,
  input wire reset,
  input wire [data_size-1:0] in_a,
  input wire [data_size-1:0] in_b,
  output reg signed [2*data_size:0] out_c,
  output reg [data_size-1:0] out_a,
  output reg [data_size-1:0] out_b
);
  wire signed [2*data_size-1:0] lut_data;
  wire [2*data_size-1:0] addr;
  assign addr = {in_a, in_b};
  rom_lut #(
    .ADDR_WIDTH(2*data_size),
    .DATA_WIDTH(2*data_size)
  ) rom_inst (
    .addr(addr),
    .data(lut_data)
  );
  always @(posedge clk) begin
    if (reset) begin
      out_c <= 0;
      out_a <= 0;
      out_b <= 0;
    end else begin
      out_c <= out_c + lut_data;
      out_a <= in_a;
      out_b <= in_b;
    end
  end
endmodule
module rom_lut #(
  parameter ADDR_WIDTH = 8,
  parameter DATA_WIDTH = 8
)(
  input  wire [ADDR_WIDTH-1:0] addr,
  output reg signed [DATA_WIDTH-1:0] data
);
  always @(*) begin
    case (addr)
      8'h00: data = 8'h00;    8'h01: data = 8'h00;    8'h02: data = 8'h00;    8'h03: data = 8'h00;
      8'h04: data = 8'h00;    8'h05: data = 8'h00;    8'h06: data = 8'h00;    8'h07: data = 8'h00;
      8'h08: data = 8'h00;    8'h09: data = 8'h00;    8'h0A: data = 8'h00;    8'h0B: data = 8'h00;
      8'h0C: data = 8'h00;    8'h0D: data = 8'h00;    8'h0E: data = 8'h00;    8'h0F: data = 8'h00;
      8'h10: data = 8'h00;    8'h11: data = 8'h01;    8'h12: data = 8'h02;    8'h13: data = 8'h03;
      8'h14: data = 8'h04;    8'h15: data = 8'h05;    8'h16: data = 8'h06;    8'h17: data = 8'h07;
      8'h18: data = 8'hF8;   8'h19: data = 8'hF9;   8'h1A: data = 8'hFA;   8'h1B: data = 8'hFB;
      8'h1C: data = 8'hFC;   8'h1D: data = 8'hFD;   8'h1E: data = 8'hFE;   8'h1F: data = 8'hFF;
      8'h20: data = 8'h00;    8'h21: data = 8'h02;    8'h22: data = 8'h04;    8'h23: data = 8'h06;
      8'h24: data = 8'h08;    8'h25: data = 8'h0A;   8'h26: data = 8'h0C;   8'h27: data = 8'h0E;
      8'h28: data = 8'hF0;  8'h29: data = 8'hF2;  8'h2A: data = 8'hF4;  8'h2B: data = 8'hF6;
      8'h2C: data = 8'hF8;   8'h2D: data = 8'hFA;   8'h2E: data = 8'hFC;   8'h2F: data = 8'hFE;
      8'h30: data = 8'h00;    8'h31: data = 8'h03;    8'h32: data = 8'h06;    8'h33: data = 8'h09;
      8'h34: data = 8'h0C;   8'h35: data = 8'h0F;   8'h36: data = 8'h12;   8'h37: data = 8'h15;
      8'h38: data = 8'hE8;  8'h39: data = 8'hEB;  8'h3A: data = 8'hEE;  8'h3B: data = 8'hF1;
      8'h3C: data = 8'hF4;  8'h3D: data = 8'hF7;   8'h3E: data = 8'hFA;   8'h3F: data = 8'hFD;
      8'h40: data = 8'h00;    8'h41: data = 8'h04;    8'h42: data = 8'h08;    8'h43: data = 8'h0C;
      8'h44: data = 8'h10;   8'h45: data = 8'h14;   8'h46: data = 8'h18;   8'h47: data = 8'h1C;
      8'h48: data = 8'hE0;  8'h49: data = 8'hE4;  8'h4A: data = 8'hE8;  8'h4B: data = 8'hEC;
      8'h4C: data = 8'hF0;  8'h4D: data = 8'hF4;   8'h4E: data = 8'hF8;   8'h4F: data = 8'hFC;
      8'h50: data = 8'h00;    8'h51: data = 8'h05;    8'h52: data = 8'h0A;   8'h53: data = 8'h0F;
      8'h54: data = 8'h14;   8'h55: data = 8'h19;   8'h56: data = 8'h1E;   8'h57: data = 8'h23;
      8'h58: data = 8'hD8;  8'h59: data = 8'hDD;  8'h5A: data = 8'hE2;  8'h5B: data = 8'hE7;
      8'h5C: data = 8'hEC;  8'h5D: data = 8'hF1;   8'h5E: data = 8'hF6;   8'h5F: data = 8'hFB;
      8'h60: data = 8'h00;    8'h61: data = 8'h06;    8'h62: data = 8'h0C;   8'h63: data = 8'h12;
      8'h64: data = 8'h18;   8'h65: data = 8'h1E;   8'h66: data = 8'h24;   8'h67: data = 8'h2A;
      8'h68: data = 8'hD0;  8'h69: data = 8'hD6;  8'h6A: data = 8'hDC;  8'h6B: data = 8'hE2;
      8'h6C: data = 8'hE8;  8'h6D: data = 8'hEE;   8'h6E: data = 8'hF4;   8'h6F: data = 8'hFA;
      8'h70: data = 8'h00;    8'h71: data = 8'h07;    8'h72: data = 8'h0E;   8'h73: data = 8'h15;
      8'h74: data = 8'h1C;   8'h75: data = 8'h23;   8'h76: data = 8'h2A;   8'h77: data = 8'h31;
      8'h78: data = 8'hC8;  8'h79: data = 8'hCF;  8'h7A: data = 8'hD6;  8'h7B: data = 8'hDD;
      8'h7C: data = 8'hE4;  8'h7D: data = 8'hEB;   8'h7E: data = 8'hF2;   8'h7F: data = 8'hF9;
      8'h80: data = 8'h00;    8'h81: data = 8'hF8;   8'h82: data = 8'hF0;  8'h83: data = 8'hE8;
      8'h84: data = 8'hE0;  8'h85: data = 8'hD8;  8'h86: data = 8'hD0;  8'h87: data = 8'hC8;
      8'h88: data = 8'h40;   8'h89: data = 8'h38;   8'h8A: data = 8'h30;   8'h8B: data = 8'h28;
      8'h8C: data = 8'h20;   8'h8D: data = 8'h18;   8'h8E: data = 8'h10;   8'h8F: data = 8'h08;
      8'h90: data = 8'h00;    8'h91: data = 8'hF9;   8'h92: data = 8'hF2;  8'h93: data = 8'hEB;
      8'h94: data = 8'hE4;  8'h95: data = 8'hDD;  8'h96: data = 8'hD6;  8'h97: data = 8'hCF;
      8'h98: data = 8'h38;   8'h99: data = 8'h31;   8'h9A: data = 8'h2A;   8'h9B: data = 8'h23;
      8'h9C: data = 8'h1C;   8'h9D: data = 8'h15;   8'h9E: data = 8'h0E;   8'h9F: data = 8'h07;
      8'hA0: data = 8'h00;    8'hA1: data = 8'hFA;   8'hA2: data = 8'hF4;  8'hA3: data = 8'hEE;
      8'hA4: data = 8'hE8;  8'hA5: data = 8'hE2;  8'hA6: data = 8'hDC;  8'hA7: data = 8'hD6;
      8'hA8: data = 8'h30;   8'hA9: data = 8'h2A;   8'hAA: data = 8'h24;   8'hAB: data = 8'h1E;
      8'hAC: data = 8'h18;   8'hAD: data = 8'h12;   8'hAE: data = 8'h0C;   8'hAF: data = 8'h06;
      8'hB0: data = 8'h00;    8'hB1: data = 8'hFB;   8'hB2: data = 8'hF6;  8'hB3: data = 8'hF1;
      8'hB4: data = 8'hEC;  8'hB5: data = 8'hE7;  8'hB6: data = 8'hE2;  8'hB7: data = 8'hDD;
      8'hB8: data = 8'h28;   8'hB9: data = 8'h23;   8'hBA: data = 8'h1E;   8'hBB: data = 8'h19;
      8'hBC: data = 8'h14;   8'hBD: data = 8'h0F;   8'hBE: data = 8'h0A;   8'hBF: data = 8'h05;
      8'hC0: data = 8'h00;    8'hC1: data = 8'hFC;   8'hC2: data = 8'hF8;   8'hC3: data = 8'hF4;
      8'hC4: data = 8'hF0;  8'hC5: data = 8'hEC;  8'hC6: data = 8'hE8;  8'hC7: data = 8'hE4;
      8'hC8: data = 8'h20;   8'hC9: data = 8'h1C;   8'hCA: data = 8'h18;   8'hCB: data = 8'h14;
      8'hCC: data = 8'h10;   8'hCD: data = 8'h0C;   8'hCE: data = 8'h08;    8'hCF: data = 8'h04;
      8'hD0: data = 8'h00;    8'hD1: data = 8'hFD;   8'hD2: data = 8'hFA;   8'hD3: data = 8'hF7;
      8'hD4: data = 8'hF4;  8'hD5: data = 8'hF1;  8'hD6: data = 8'hEE;  8'hD7: data = 8'hEB;
      8'hD8: data = 8'h18;   8'hD9: data = 8'h15;   8'hDA: data = 8'h12;   8'hDB: data = 8'h0F;
      8'hDC: data = 8'h0C;   8'hDD: data = 8'h09;    8'hDE: data = 8'h06;    8'hDF: data = 8'h03;
      8'hE0: data = 8'h00;    8'hE1: data = 8'hFE;   8'hE2: data = 8'hFC;   8'hE3: data = 8'hFA;
      8'hE4: data = 8'hF8;   8'hE5: data = 8'hF6;  8'hE6: data = 8'hF4;  8'hE7: data = 8'hF2;
      8'hE8: data = 8'h10;   8'hE9: data = 8'h0E;   8'hEA: data = 8'h0C;   8'hEB: data = 8'h0A;
      8'hEC: data = 8'h08;    8'hED: data = 8'h06;    8'hEE: data = 8'h04;    8'hEF: data = 8'h02;
      8'hF0: data = 8'h00;    8'hF1: data = 8'hFF;   8'hF2: data = 8'hFE;   8'hF3: data = 8'hFD;
      8'hF4: data = 8'hFC;   8'hF5: data = 8'hFB;   8'hF6: data = 8'hFA;   8'hF7: data = 8'hF9;
      8'hF8: data = 8'h08;    8'hF9: data = 8'h07;    8'hFA: data = 8'h06;    8'hFB: data = 8'h05;
      8'hFC: data = 8'h04;    8'hFD: data = 8'h03;    8'hFE: data = 8'h02;    8'hFF: data = 8'h01;
      default: data = 8'h00;
    endcase
  end
endmodule
$ cat design/flow/run.sh
#!/bin/bash
# OpenROAD 26Q1-2900-gdf79404cd8, Yosys 0.63+post, stock flow scripts
make -C /OpenROAD-flow-scripts/flow DESIGN_CONFIG=/design/flow/config.mk WORK_HOME=/design/flow/orfs finish
$ cat design/flow/config.mk
export PLATFORM = sky130hd
export DESIGN_NAME = pe_DA
export DESIGN_NICKNAME = pe_DA
export VERILOG_FILES = /design/flow/design.v
export SDC_FILE = /design/flow/constraint.sdc
export NUM_CORES = 4
export LEC_CHECK = 1
export CORE_UTILIZATION = 30
$ cat design/flow/constraint.sdc
current_design pe_DA

set clk_period 4.6
set clk_io_pct 0.2

create_clock -name clk0 -period $clk_period [get_ports {clk}]

set non_clock_inputs [all_inputs -no_clocks]
set_input_delay [expr $clk_period * $clk_io_pct] -clock clk0 $non_clock_inputs
set_output_delay [expr $clk_period * $clk_io_pct] -clock clk0 [all_outputs]
==> run notes <==
The layout was made with Yosys and OpenROAD.

The final critical path takes up between 80% and 90% of the cycle. The analysis reports a worst IR drop on VDD of between 0.15 and 0.2 mV. The initial cell density of the core is 31.86%. The global-route met3 utilization is between 1.5 and 2%. The synthesis report lists the Yosys warning total as 2. The clock sink total is 17. The number of OpenROAD warnings is 31. The number of rows created at floorplan is 27. The count of instantiated cells in the yosys netlist is ~230. Based on the critical path, the design can be clocked at up to 247.2 MHz. The most frequently used flop master after synthesis is sky130_fd_sc_hd__dfxtp_1. Looking at the worst setup and hold paths, the clock pins of their registers show a slew of 70 ps. The via total after detailed routing is 1740. The cell count after synthesis is 231. The initial antenna violation count was 0.

Across the run, the number of max-cap violations was 0. The die span in y is 79.18 um. The via count of the first global-routing pass is 1585. The core area is about 5600 um^2. For this design the static power due to leakage is 0.9001 nW.

The switching share of power is 34.74%. The arrival time reported for the critical path endpoint is approximately 4200 ps. For the final routed database, the setup TNS stands at 0 ps.

The detailed router finished its first iteration with 124 violations. The worst-skew pair later-pin latency is ~250 ps. Looking at the clock tree report, the H-tree level count equals 1. The analysis attributes to net switching a power of around 0.00023 W.

The number of pins with negative max-slew slack in the final report is 0. The sort of element at the start of the critical path is an input pin. Of the total power, combinational logic draws 53.3%. The headroom to the max-slew limit is 51.78%. The met1 usage in global routing is between 20% and 30%. Recorded from the global router log, the overflow total was 0. The worst endpoint required time is 4780 ps. The internal portion of total power is around 0.00043 W.

The antenna diode count is 0. After synthesis the cells add up to between 1500 and 2000 um^2. Counting flops with a built-in enable in the synthesized netlist gives 0. Per the synth log, the flip-flop and latch total comes to 17.

The post-detailed-route via-to-cell ratio is 5.354. The clock network accounts for 16.6% of the total power. The endpoint type of the worst setup path is a register. The worst hold path class is register to register.

Setup repair after global routing left no endpoint under its margin. The global placement routability congestion is 0.9168. The placed cell area is 2115 um^2. The die area is 6269 um^2.

The worst-case clock skew is 3.619 ps. Entering global routing, the biggest net connects 21 pins. The half-perimeter wire length of the detailed placement result is 3412 um.

The finished cells cover 2161 um^2. The first-pass GRT wire length is about 7700 um. The post-route netlist has 9.486% of its cells at a drive strength greater than 1. The detailed-router iteration count before antenna repair is 4. The proportion of register bits with asynchronous set or reset after synthesis is 0%.

The maximum fanout encountered on the critical timing path is 14. The met2 track demand over resource is 24.48%. The flow ran to the end, and the final reports show no timing, DRC or antenna violations. The global-route usage over all layers is 15.38%. For this run, the chip area from Yosys synthesis comes to 1787 um^2.

Counting endpoints that fail hold in the final report gives 0. Looking at the global route congestion table, the highest-usage layer is met2. The clock passes through at most 2 buffers. The wire length after detailed routing is 4538 um. The critical path class is input pin to register. The mean post-synth cell area is 7.735 um^2. The number of gates resized after cts is 0. Per the detail_route report, DRC violations left total 0.

The filler cells instantiated in the layout total 587. Per Yosys stat, the portion of area used by sequential elements is 19.05%. The routed design shows a wire length per standard cell of 13.96 um. The smallest clock period supported by the final layout is computed as 4045 ps. The buffer type at the clock tree root is sky130_fd_sc_hd__clkbuf_8. The transition at the pin with the smallest max-transition slack is approximately 720 ps. The detail route stage leaves a number of antenna-violating nets equal to 0. Hold repair after CTS inserted 0 buffers. The post-synthesis cell type count is 58. 27 I/O pins were placed. The final report lists the setup-violating endpoint count as 0. Sequential cells burn approximately 30% of the power.

The area added between synthesis and finish is 20.94%. At the placement stage, the worst setup path has a slack of 328.7 ps. Power spread over the standard cell area amounts to roughly 300 nW/um^2. The minimum setup slack in the final design is 555.4 ps. The horizontal die dimension is 79.18 um. TritonCTS built the clock tree. The port buffer count is 26. The number of clock buffers added by TritonCTS is 3. Per the repair_timing log after CTS, setup buffers inserted total 0.
path summary, 6_finish.rpt:
| check | from | to | slack (ps) | depth (start not counted) |
|---|---|---|---|---|
| max | in_b[2] | out_c[8] | 560 | 13 |
| min reg2reg | out_c[0] | out_c[0] | 600 | 2 |
| max reg2reg | out_c[0] | out_c[8] | 2500 | 7 |
| min | out_c[0] | out_c[0] | 600 | 2 |
layer usage:
metal	vias to the layer above	routed length, um
li1	887	-
met1	811	2302
met2	40	2063
met3	2	149
met4	0	23
met5	-	0
through the flow:
| step | util, % | power [W] | std cells | hold WS [ps] |
|---|---|---|---|---|
| final | 38.53 | 0.0006597 | 325 | 601.3 |
| after global routing | 38.53 | 0.0007180 | 325 | 649.9 |
| after detailed placement | 37.71 | 0.0005508 | 321 | 587.6 |
| after CTS | 38.53 | 0.0006667 | 325 | 608.1 |
| after global placement | 37.71 | 0.0005490 | 321 | 577.6 |
| after floorplan | - | 0.0004304 | 231 | 536.5 |
flip-flops by register name, summed over array words and instances, names as in the netlist:
register and flops:
out_a 4, out_b 4, out_c 9
power by group through the flow:
stage	Sequential, W	Clock (W)	Combinational, W
finish	0.000198	0.000110	0.000352
global route	0.000202	0.000121	0.000395
CTS	0.000200	0.000115	0.000352
critical path, cell delays in order:
cell and delay [ps]:
sky130_fd_sc_hd__clkdlybuf4s50_1 660, sky130_fd_sc_hd__buf_4 300, sky130_fd_sc_hd__nor2b_1 160, sky130_fd_sc_hd__a221o_1 310, sky130_fd_sc_hd__a221o_1 370, sky130_fd_sc_hd__o311ai_2 80
sky130_fd_sc_hd__o221ai_2 140, sky130_fd_sc_hd__ha_1 250, sky130_fd_sc_hd__a211oi_1 360, sky130_fd_sc_hd__o21ai_0 160, sky130_fd_sc_hd__a31oi_1 190, sky130_fd_sc_hd__xnor3_1 220
sky130_fd_sc_hd__nor2_1 80
synth_stat cells, types with 2 or more instances:
cell | number | area [um^2]
sky130_fd_sc_hd__a211oi_1 | 6 | 45.04
sky130_fd_sc_hd__a21o_1 | 4 | 30.03
sky130_fd_sc_hd__a21oi_1 | 21 | 105.1
sky130_fd_sc_hd__a221o_1 | 2 | 20.02
sky130_fd_sc_hd__a22oi_1 | 2 | 15.01
sky130_fd_sc_hd__a31oi_1 | 4 | 25.02
sky130_fd_sc_hd__and2_1 | 3 | 18.77
sky130_fd_sc_hd__buf_2 | 3 | 15.01
sky130_fd_sc_hd__buf_4 | 4 | 30.03
sky130_fd_sc_hd__buf_6 | 2 | 22.52
sky130_fd_sc_hd__clkbuf_1 | 9 | 33.78
sky130_fd_sc_hd__dfxtp_1 | 17 | 340.3
sky130_fd_sc_hd__ha_1 | 15 | 187.7
sky130_fd_sc_hd__inv_1 | 10 | 37.54
sky130_fd_sc_hd__mux2i_1 | 6 | 60.06
sky130_fd_sc_hd__nand2_1 | 10 | 37.54
sky130_fd_sc_hd__nand2b_1 | 8 | 50.05
sky130_fd_sc_hd__nand3b_1 | 2 | 15.01
sky130_fd_sc_hd__nor2_1 | 26 | 97.59
sky130_fd_sc_hd__nor2b_1 | 7 | 43.79
sky130_fd_sc_hd__nor3_1 | 7 | 35.03
sky130_fd_sc_hd__nor3b_1 | 2 | 15.01
sky130_fd_sc_hd__o211ai_1 | 3 | 22.52
sky130_fd_sc_hd__o21ai_0 | 14 | 70.07
sky130_fd_sc_hd__o22ai_1 | 3 | 18.77
sky130_fd_sc_hd__o311ai_0 | 2 | 17.52
sky130_fd_sc_hd__o31ai_1 | 2 | 15.01
sky130_fd_sc_hd__or3_1 | 2 | 12.51
sky130_fd_sc_hd__xnor2_1 | 5 | 43.79
sky130_fd_sc_hd__xor2_1 | 2 | 17.52
cell type report:
cell class              count  area (um^2)  area share (%)
flip-flops and latches     17        340.3           15.75
well taps                  72        90.09           4.169
inverters                  11        43.79           2.027
multi-input cells         184         1297           60.05
clock buffers               3        41.29           1.911
repair buffers             37        342.8           15.87
clock inverters             1        5.005          0.2316
cell families after synthesis:
group           after synthesis  synth area share [%]
compound gates               78                 29.69
fa+ha+maj                    16                 11.62
simple gates                 74                 21.36
buf+inv                      30                 8.333
flops                        17                 19.05
mux                           8                 5.252
xor+xnor                      8                 4.692
cells in the final DEF, fill, tap and decap left out, types with 7 or more instances in the layout:
cell / instances
sky130_fd_sc_hd__a21oi_1: 21
sky130_fd_sc_hd__nor2b_1: 7
sky130_fd_sc_hd__inv_1: 10
sky130_fd_sc_hd__clkdlybuf4s50_1: 26
sky130_fd_sc_hd__nor3_1: 7
sky130_fd_sc_hd__o21ai_0: 14
sky130_fd_sc_hd__nor2_1: 26
sky130_fd_sc_hd__buf_4: 11
sky130_fd_sc_hd__nand2_1: 10
sky130_fd_sc_hd__dfxtp_1: 17
sky130_fd_sc_hd__nand2b_1: 8
sky130_fd_sc_hd__ha_1: 15
Power is estimated from default activity; no workload was simulated.
