### run.sh
#!/bin/bash
# OpenROAD 26Q1-2900-gdf79404cd8, Yosys 0.63+post, stock flow scripts
make -C /OpenROAD-flow-scripts/flow DESIGN_CONFIG=/design/flow/config.mk WORK_HOME=/design/flow/orfs finish
### design.v
`timescale 1ns / 1ps
module pe_generic(clk, reset, in_a, in_b, out_a, out_b, out_c);
parameter data_size = 4;
input wire reset, clk;
input wire signed [data_size-1:0] in_a, in_b;
output reg signed [data_size-1:0] out_a, out_b;
output reg signed [2*data_size:0] out_c;
reg signed [2*data_size:0] product;
reg signed [2*data_size:0] sum;
function signed [2*data_size:0] binary_multiplier;
    input signed [data_size-1:0] a, b;
    integer i;
    reg [2*data_size-1:0] abs_a, abs_b;
    reg signed [2*data_size:0] p;
    reg sign;
begin
    abs_a = (a < 0) ? -a : a;
    abs_b = (b < 0) ? -b : b;
    sign = a[data_size-1] ^ b[data_size-1];  
    p = 0;
    for (i = 0; i < data_size; i = i + 1) begin
        if (abs_b[i])
            p = p + (abs_a << i);  
    end
    if (sign)
        binary_multiplier = -p;  
    else
        binary_multiplier = p;
end
endfunction
function signed [2*data_size:0] ripple_carry_adder;
    input signed [2*data_size:0] x, y;
    integer i;
    reg carry;
    reg [2*data_size:0] result;
begin
    carry = 0;
    for (i = 0; i <= 2*data_size; i = i + 1) begin
        result[i] = x[i] ^ y[i] ^ carry;
        carry = (x[i] & y[i]) | (x[i] & carry) | (y[i] & carry);
    end
    ripple_carry_adder = result;
end
endfunction
always @(posedge clk) begin
    if (reset) begin
        out_a <= 0;
        out_b <= 0;
        out_c <= 0;
    end
    else begin
        product = binary_multiplier(in_a, in_b);        
        sum = ripple_carry_adder(out_c, product);        
        out_c <= sum;
        out_a <= in_a;
        out_b <= in_b;
    end
end
endmodule
### config.mk
export PLATFORM = sky130hd
export DESIGN_NAME = pe_generic
export DESIGN_NICKNAME = pe_generic
export VERILOG_FILES = /design/flow/design.v
export SDC_FILE = /design/flow/constraint.sdc
export NUM_CORES = 4
export LEC_CHECK = 1
export CORE_UTILIZATION = 30
### constraint.sdc
current_design pe_generic

set clk_period 5.4
set clk_io_pct 0.2

create_clock -name clk0 -period $clk_period [get_ports {clk}]

set non_clock_inputs [all_inputs -no_clocks]
set_input_delay [expr $clk_period * $clk_io_pct] -clock clk0 $non_clock_inputs
set_output_delay [expr $clk_period * $clk_io_pct] -clock clk0 [all_outputs]
==> results.json <==
{
  "hold_violations": 0,
  "cts_max_path_buffers": 2,
  "p_sw_mw": 0.2931,
  "grt_overflow": 0,
  "die_x_um": 82.90,
  "regArea_um2": 340.3,
  "status": "complete, but fails checks",
  "stdcell_count": 405,
  "maxCapViolCount": 0,
  "ys_ff": 17,
  "period_used_pct": 121.9,
  "finClkSkew_ns": 0.001344,
  "power_mw": 0.8384,
  "grt_pass1_wl_um": 7486,
  "drt_iter0_drc": 35,
  "cts_buffers": 3,
  "place.gp.congestion": 0.8180,
  "maxSlewHeadroom_pct": 53.86,
  "violations": "negative setup slack",
  "cts_tree": "done",
  "diodes": 0,
  "logic_area_mm2": 0.001700,
  "via_per_inst": 4.585,
  "tightest_slew_ns": 0.6900,
  "dieArea_mm2": 0.006872,
  "firstDrtPassIters": 4,
  "synth-warning-count": 1,
  "syn_inst": 221,
  "fp_util_pct": 30.92,
  "h-tree-depth": 1,
  "synth.distinct_cells": 55,
  "top_area_cell": "dfxtp_1",
  "grt_pass1_vias": 1755,
  "yosys-stat-area_mm2": 0.001963,
  "fillers": 572,
  "utilization_pct": 48.14,
  "yosysTopAreaCellShare_pct": 17.34,
  "dieHeight_um": 82.90,
  "postSynthAreaPerCell_um2": 8.883,
  "setup_viol": 3,
  "p_sw_share_pct": 34.95,
  "core_area_mm2": 0.006350,
  "antenna_found_initial": 0,
  "cellLeakagePower_nw": 1.421,
  "grt_max_degree": 18,
  "hp-class": "reg2reg",
  "startpoint_type": "input pin",
  "edf_count": 0,
  "clkTransAtPathRegs_ns": 0.06,
  "top_cells_by_count": "nor2_1 (31), ha_1 (22), dfxtp_1 (17), nor2b_1 (15), xnor2_1 (15)",
  "wirelength_um": 4235,
  "max_freq_mhz": 151.9,
  "crit_fanout": 3,
  "critPathSlowestCell": "fa_2",
  "cts.sinks": 17,
  "drcViolationCount": 0,
  "whs_ns": 0.5940,
  "power_frac_seq_pct": 20.9,
  "flop_cell": "dfxtp_1",
  "ios": 27,
  "antenna_left": 0,
  "slew_viol_final": 0,
  "worst-setup-path-type": "in2reg",
  "powerDensity_mw_per_mm2": 274.3,
  "critical_path.most_common_cell": "fa_2",
  "regToRegSetupSlack_ns": 1.60,
  "worst_setup_path_end_kind": "register",
  "required_ns": 5.51,
  "area_growth_syn_to_layout_pct": 55.70,
  "hold_buffers": 0,
  "rows": 29,
  "most_common_cell": "nor2_1",
  "grt_util_all_layers_pct": 12.94,
  "dp_hpwl_um": 3566,
  "synth_seq_share_pct": 17.34,
  "intPower_mw": 0.5453,
  "dp.cells": 389,
  "peakVddDrop_mv": 0.2205,
  "p_comb_share_pct": 67.9,
  "rsz0062_at_grt": "true",
  "synthArstFlopShare_pct": 0,
  "post-route-min-period_ns": 6.585,
  "portBuffers": 26,
  "drive_gt1_share_pct": 39.02,
  "arrival_ns": 6.69,
  "critPathMaxStageDelay_ns": 0.53,
  "routedWlPerCell_um": 10.46,
  "vias": 1857,
  "ys_cells": 221,
  "cts_root_buf": "clkbuf_8",
  "finalWorstSetupSlack_ns": -1.185,
  "insertion_delay_ns": 0.25,
  "pwr-share-clk_pct": 11.1,
  "synth_area_mm2": 0.001963,
  "top_cells_by_area": "dfxtp_1 (17%), ha_1 (14%), fa_1 (10%)",
  "openroad.warnings": 28
}
-- cell families (layout without fill, tap and decap cells) --
logic type,count (synthesis),after routing,synth area share [%]
mux,1,1,0.7009
flops,17,17,17.34
fa+ha+maj,32,32,24.22
simple gates,78,78,22.44
compound gates,51,51,19.50
buf+inv,18,116,4.589
other cells,1,10,0.1910
xor+xnor,23,23,11.03
-- metal layers --
layer  part of all wire, %  global-route usage, %  up-vias
li1                      -                      -      977
met1                    52                  19.70      849
met2                    45                  21.54       29
met3                   2.3                 0.8073        2
met4                  0.45                 0.9404        0
met5                     0                      0        -
-- worst max-delay path, delay by kind of cell --
kind / cells / cell delay (ns)
adder cells (fa/ha/maj): 11 / 3.54
AND-OR/OR-AND: 3 / 0.34
XOR/XNOR: 6 / 0.89
buffers and inverters: 5 / 0.27
AND/OR/NAND/NOR: 7 / 0.56
-- layout by cell type, fill, tap and decap left out, types with 5 or more instances in the layout --
cell type | netlist | layout
o21ai_0 | 8 | 7
xnor2_1 | 15 | 12
nor2_1 | 31 | 28
fa_2 | 0 | 6
buf_4 | 0 | 72
inv_1 | 14 | 9
conb_1 | 1 | 10
dfxtp_1 | 17 | 17
nor2b_1 | 15 | 13
nand2_1 | 10 | 7
clkdlybuf4s50_1 | 0 | 21
a21oi_1 | 9 | 9
ha_1 | 22 | 18
xor2_1 | 6 | 5
-- repair_timing --
item / in CTS / in global routing
resized: 23 / 14
endpoints found under the setup margin: 5 / 4
endpoints found under the hold margin: 0 / 0
pin swaps: 9 / 5
buffers inserted: 8 / 4
-- power groups by stage --
stage                 Clock [mW]  Combinational (mW)  Sequential, mW
final                     0.0935               0.570           0.175
after global routing       0.103               0.642           0.181
after CTS                 0.0969               0.541           0.177
-- final timing paths --
path                 start        to  cells after the start
hold reg to reg   out_c[0]  out_c[0]                      2
hold / removal    out_c[0]  out_c[0]                      2
setup reg to reg  out_c[0]  out_c[8]                     16
setup / recovery   in_a[1]  out_c[8]                     32
-- per-stage QoR --
| stage | setup WS, ns | area [um^2] | TNS [ns] |
|---|---|---|---|
| finish | -1.185 | 3057 | -2.100 |
| global route | -1.462 | 3057 | -3.007 |
| CTS | -1.267 | 2968 | -2.283 |
| detailed placement | -2.102 | 2840 | -6.455 |
| global placement | -2.028 | 2840 | -6.146 |
| floorplan | -1.261 | 2071 | -2.504 |
-- area by class of cell --
cell class                 instances  share of cell area [%]
clock buffer                       4                   1.474
multi-input combinational        195                   55.63
timing repair buffer              98                   26.32
sequential                        17                   11.13
inverter                          14                   2.292
tap                               77                   3.152
-- flip-flops by register name, indices dropped and copies added, names as in the netlist --
signal,cells
out_c,9
out_a,4
out_b,4
Power figures rest on the tool's default switching activity, not on a simulated workload.
